==> flow/design.v <==
module annd(output [31:0] y, input [31:0] a, input [31:0] b);
  assign y = a&b; 
endmodule
module oor(output [31:0] y, input [31:0] a, input [31:0] b);
  assign y = a|b;
endmodule
module xoor(output [31:0] y, input [31:0] a, input [31:0] b);  
  assign y = a^b;  
endmodule
module noot(output [31:0] y, input [31:0] a);  
  assign y = ~a;
endmodule
module nannd(output [31:0] y, input [31:0] a, input [31:0] b);
  assign y = ~(a&b);
endmodule
module noor(output [31:0] y, input [31:0] a, input [31:0] b);
  assign y = ~(a|b);
endmodule
==> flow/run.sh <==
#!/bin/bash
# OpenROAD 26Q1-2900-gdf79404cd8, Yosys 0.63+post, stock flow scripts
make -C /OpenROAD-flow-scripts/flow DESIGN_CONFIG=/design/flow/config.mk WORK_HOME=/design/flow/orfs finish
==> flow/config.mk <==
export PLATFORM = sky130hd
export DESIGN_NAME = annd
export DESIGN_NICKNAME = annd
export VERILOG_FILES = /design/flow/design.v
export SDC_FILE = /design/flow/constraint.sdc
export NUM_CORES = 4
export LEC_CHECK = 1
export CORE_AREA = 10 10 70 70
export DIE_AREA = 0 0 80 80
==> flow/constraint.sdc <==
current_design annd

set clk_period 1.0
set clk_io_pct 0.2

create_clock -name clk0 -period $clk_period

set non_clock_inputs [all_inputs -no_clocks]
set_input_delay [expr $clk_period * $clk_io_pct] -clock clk0 $non_clock_inputs
set_output_delay [expr $clk_period * $clk_io_pct] -clock clk0 [all_outputs]
==> flow_metrics.tcl <==
# metrics dict for downstream scripts
set metrics [dict create \
    grt_max_degree 2 \
    largest_area_cell "and2_1" \
    core_area_um2 3420 \
    period_needed_ns 0.892 \
    grt_pass1_wl_um 3050 \
    worstMarginPinSlew_ns 0.0581 \
    synth.distinct_cells 1 \
    clock_buffers 0 \
    synth.avg_cell_area_um2 6.26 \
    viasPerCell 3.20 \
    seq_area_um2 0 \
    ir_worst_vdd_mv 0.0747 \
    p_total_mw 0.248 \
    die_area_um2 6400 \
    pre_cts_ws_ns -0.468 \
    num_vias 557 \
    num_antenna_cells 0 \
    fin_tns_setup_ns 0 \
    antenna_found_initial 0 \
    finalHoldViolations 0 \
    wl_per_cell_um 12.8 \
    yosysChipArea_um2 200 \
    cp.arrival_ns 0.69 \
    gr-total-overflow 0 \
    die_y_um 80 \
    grt_pass1_vias 637 \
    synth_warnings 0 \
    end_kind "primary output" \
    adder_share_pct 0 \
    lay_top_cells "64 x dlygate4sd2_1, 32 x buf_2, 31 x and2_1" \
    drt-initial-drc-count 1 \
    ios 96 \
    syn_inst 32 \
    place_congestion 0.800 \
    outcome "completed" \
    ys_sh_aoi_pct 0 \
    mux_share_pct 0 \
    warnings 32 \
    syn_area_um2 200 \
    critPathRequiredTime_ns 0.80 \
    grt_use_total_pct 5.89 \
    crit_type "in -> out" \
    drt_wl_total_um 2220 \
    synth.area.top_cells "and2_1 100%" \
    ff_count 0 \
    fill_cells 431 \
    drc 0 \
    ant_nets 0 \
    comb_area_um2 203 \
    num_rows 21 \
    synthSimpleGateAreaFrac_pct 100 \
    setup-violations-final 0 \
    max_cap_viol_count 0 \
    seq_area_frac_synth_pct 0 \
    portBuffers 96 \
    start_kind "input pin" \
    top_area_share_pct 100 \
    holdWs_ns 0.766 \
    min_period_over_period_pct 89.2 \
    cts_hold_buf 0 \
    ys_cells 32 \
    crit_fanout 1 \
    slew_viol_final 0 \
    power_density_nw_per_um2 253 \
    layout_setup_ws_ns 0.108 \
    layout.cells.most_common "dlygate4sd2_1" \
    xor_area_share_pct 0 \
    areaGrowthSynthToFinish_pct 390 \
    slew_headroom_pct 96.1 \
    top_logic_kind "simple AND/OR/NAND/NOR gates" \
    drtPass1Iterations 2 \
    rsz0062_at_grt "false" \
    worstHoldPathType "in -> out" \
    fmax_mhz 1120 \
    fp.dieW_um 80 \
    fp_util_pct 5.86 \
    leakage_nw 0.576 \
    drive_gt1_share_pct 25.8 \
    dp_hpwl_um 2210 \
]
==> worst max-delay path, stage by stage <==
cell and delay (ns):
dlygate4sd2_1 0.23, and2_1 0.15, buf_2 0.11
==> report_power, final <==
group | switching, mW | total [mW] | internal, mW | leakage (nW)
combinational | 0.0485 | 0.248 | 0.199 | 0.576
sequential | 0 | 0 | 0 | 0
clock | 0 | 0 | 0 | 0
==> final timing paths <==
path / depth (start not counted) / to / startpoint / slack [ns]
max: 3 / y[16] / b[16] / 0.11
min: 3 / y[28] / a[28] / 0.77
==> per-stage QoR <==
stage | cells | instance area (um2) | util [%]
global placement | 174 | 1220 | 35.7
detailed placement | 174 | 1220 | 35.7
finish | 174 | 981 | 28.7
global route | 174 | 981 | 28.7
floorplan | 32 | 200 | -
CTS | 174 | 981 | 28.7
==> kinds of logic (layout without fill, tap and decap cells) <==
family,after synthesis,in the layout
buf+inv,0,96
simple gates,32,32
==> synth_stat cells <==
library cell	count
and2_1	32
==> area by class of cell <==
type                            count  area share [%]
Timing Repair Buffer               96            73.5
Multi-Input combinational cell     32            20.7
Tap cell                           46            5.87
==> timing repair <==
| item | in CTS | in global routing |
|---|---|---|
| setup buffers | 0 | 0 |
| endpoints found under the setup margin | 32 | 0 |
| resized | 161 | 0 |
==> routing by layer <==
layer	vias up	global-route usage, %	routed length, um	share of wire, %
met2	43	11.7	1160	52
met4	0	0	0	0
met1	226	4.68	675	30
met3	0	4.32	389	18
li1	288	-	-	-
met5	-	0	0	0
No activity file was given, so power comes from the tool's default toggle rates.
